## run.sh

```bash
#!/bin/bash
# OpenROAD 26Q1-2900-gdf79404cd8, Yosys 0.63+post, stock flow scripts
make -C /OpenROAD-flow-scripts/flow DESIGN_CONFIG=/design/flow/config.mk WORK_HOME=/design/flow/orfs finish
```

## design.v

```verilog
module regfile(output reg [31:0] readData1, output reg [31:0] readData2, 
               input wire [4:0] readReg1, input wire [4:0] readReg2, input wire [4:0] writeReg, input wire [31:0] writeData, input wire clk, input wire write);
    reg [31:0] registers [0:31];
    initial begin
        for(integer i=0; i<32; i=i+1) begin
            registers[i] = 32'h00000000;
          end
    end
    always @(posedge clk) begin
            readData1 = registers[readReg1];
            readData2 = registers[readReg2];
        if (write) begin
            registers[writeReg] = writeData;
        end
    end
endmodule
```

## constraint.sdc

```tcl
current_design regfile

set clk_period 5.1
set clk_io_pct 0.2

create_clock -name clk0 -period $clk_period [get_ports {clk}]

set non_clock_inputs [all_inputs -no_clocks]
set_input_delay [expr $clk_period * $clk_io_pct] -clock clk0 $non_clock_inputs
set_output_delay [expr $clk_period * $clk_io_pct] -clock clk0 [all_outputs]
```

## config.mk

```make
export PLATFORM = sky130hd
export DESIGN_NAME = regfile
export DESIGN_NICKNAME = regfile
export VERILOG_FILES = /design/flow/design.v
export SDC_FILE = /design/flow/constraint.sdc
export NUM_CORES = 4
export LEC_CHECK = 1
export CORE_UTILIZATION = 30
```

==> results.json <==
{
  "ys_seq_share_pct": 64.0,
  "dpl-instance-area_um2": 54200,
  "skew_ns": 0.0232,
  "die_area_um2": 169000,
  "top_cell_area_share_pct": 61.4,
  "final_antenna_net_count": 0,
  "drt-total-wl_um": 157000,
  "reg2reg_slack_ns": 3.49,
  "leakagePower_uw": 0.0210,
  "p_per_area_nw_per_um2": 344,
  "cts_resized": 0,
  "grt-ovfl-total": 0,
  "area_growth_pct": 15.7,
  "setup_violations": 0,
  "min_period_over_period_pct": 59.8,
  "combGateArea_um2": 16800,
  "postCtsHoldBufs": 0,
  "drt_iter0_drc": 1991,
  "fmax_mhz": 328,
  "tightest_slew_ns": 0.943,
  "cp-end-kind": "flop",
  "rsz0062_at_grt": "no",
  "setup_tns_ns": 0,
  "wl_per_cell_um": 26.8,
  "postCtsSetupBuffers": 0,
  "yosysTopAreaCell": "edfxtp_1",
  "synth_area_um2": 50100,
  "place_hpwl_um": 90400,
  "regArea_um2": 32000,
  "syn_area_per_cell_um2": 14.5,
  "design_area_um2": 57900,
  "insertion_delay_ns": 0.70,
  "total_power_uw": 19900,
  "ir_drop_v": 0.000307,
  "fillers": 15500,
  "cts_buffers": 113,
  "synth-warning-count": 1,
  "drv_slew": 0,
  "vias_per_cell": 5.37,
  "synth.distinct_cells": 24,
  "hold_viol_final": 0,
  "cts-root-buf": "clkbuf_16",
  "cp.required_ns": 5.61,
  "grt_usage_pct": 19.4,
  "core_area_um2": 165000,
  "ys_area_um2": 50100,
  "cts_buffer_depth": 3,
  "numSynthFlops": 1088,
  "layout-drive-gt1-share_pct": 9.72,
  "relSlewSlack_pct": 36.9,
  "route.detailed.drc": 0,
  "cts_tree": "yes",
  "grt_max_degree": 87,
  "lay_top_cells": "1024 x mux2i_1, 1024 x edfxtp_1, 194 x nand3_1",
  "antenna_found_initial": 10,
  "status": "finished, final reports clean",
  "tool_warnings": 26,
  "grt_pass1_vias": 32900,
  "gp_congestion": 0.887,
  "critPathKind": "input port to flop",
  "arrival_ns": 3.56,
  "hold_class": "flop to flop",
  "clk_pin_slew_worst_paths_ns": 0.06,
  "num_rows": 149,
  "die_w_um": 411,
  "die_h_um": 411,
  "via_count": 31500,
  "numPortBuffers": 112,
  "first_pass_iters": 20,
  "cts.sinks": 1088,
  "crit_fanout": 46,
  "pin_count": 113,
  "fp-utilization_pct": 30.3,
  "worstSetupStartpointType": "input port",
  "area_leaders": "edfxtp_1 61%, mux2i_1 20%, a22oi_1 2.9%",
  "timing.max_cap.violations": 0,
  "grt_pass1_wl_um": 226000,
  "yosys_cells": 3450,
  "syn_inst": 3450,
  "period_minus_slack_ns": 3.05,
  "h-tree-depth": 3
}
where the power goes:
group          internal, µW  switching [µW]
sequential             9940             125
clock                  4730            3450
combinational           666            1040
cell type report:
class	count	share of cell area, %
Sequential cell	1088	55.3
Multi-Input combinational cell	2109	29.0
Clock buffer	157	5.47
Tap cell	2189	4.73
Timing Repair Buffer	250	4.61
Clock inverter	58	0.920
Antenna cell	2	0.00864
sequential cells by signal, summed over array words and instances, names as in the netlist:
signal,count
registers,1024
readData1,32
readData2,32
worst max-delay path, stage by stage:
cell             delay [ns]
clkdlybuf4s50_1        0.62
and2_4                 0.64
buf_12                 0.41
a22o_1                 0.20
nor3_1                 0.04
a31oi_1                0.35
nand3_1                0.22
per-stage QoR:
| stage | cells | worst slack, ns | hold WS (ns) | utilization (%) |
|---|---|---|---|---|
| after floorplan | 3450 | 1.65 | 0.579 | - |
| after global placement | 5636 | 1.40 | 0.599 | 32.8 |
| after detailed placement | 5636 | 1.40 | 0.619 | 32.8 |
| after CTS | 5851 | 2.13 | 0.626 | 35.0 |
| after global routing | 5851 | 1.92 | 0.662 | 35.0 |
| final | 5853 | 2.05 | 0.627 | 35.0 |
cells by family (layout without fill, tap and decap cells):
group / count (synthesis) / count (layout) / synth area share [%]
flip-flops: 1088 / 1088 / 64.0
AND-OR/OR-AND: 576 / 576 / 7.84
multiplexers: 1024 / 1024 / 20.5
buffers and inverters: 253 / 465 / 3.13
other: 0 / 2 / 0
AND/OR/NAND/NOR: 509 / 509 / 4.59
layer usage:
metal  up-vias  GRT usage [%]  routed length [µm]
met2      1747           29.8               73100
met4        16           5.27                4990
met1     15600           23.9               57600
li1      13800              -                   -
met3       290           11.0               21000
met5         -         0.0848                  96
cells in the mapped netlist:
library cell / number
nor2b_1: 4
nand2_1: 195
nand3b_1: 5
edfxtp_1: 1024
or3b_2: 3
dfxtp_1: 64
buf_1: 1
nand2b_1: 4
buf_4: 47
nor3_1: 64
nand3_1: 194
a22o_1: 128
buf_6: 45
or2_2: 2
a21oi_1: 192
a22oi_1: 192
nor2_1: 35
clkbuf_1: 86
buf_2: 70
and2_1: 2
a31oi_1: 64
clkbuf_4: 4
mux2i_1: 1024
or3_1: 1
path summary, 6_finish.rpt:
path	from	endpoint	cells past startpoint
max reg2reg	registers[2][10]	readData1[10]	5
max	readReg1[2]	readData1[10]	7
min reg2reg	registers[18][22]	readData1[22]	4
min	registers[18][22]	readData1[22]	4
No activity file was given, so power comes from the tool's default toggle rates.
